==> design.v <==
module register_result (
    input wire clk,            
    input wire [31:0] inp1,   
    input wire reset,
    output  [31:0] oup1   
);
reg [31:0] reg_data;   
always @(posedge clk) begin
    if (reset)
    begin
        reg_data <=0;
    end
    else 
    begin
        reg_data <= inp1;   
    end
end
assign oup1 = reg_data;   
endmodule
==> run.sh <==
#!/bin/bash
# OpenROAD 26Q1-2900-gdf79404cd8, Yosys 0.63+post, stock flow scripts
make -C /OpenROAD-flow-scripts/flow DESIGN_CONFIG=/design/flow/config.mk WORK_HOME=/design/flow/orfs finish
==> config.mk <==
export PLATFORM = sky130hd
export DESIGN_NAME = register_result
export DESIGN_NICKNAME = register_result
export VERILOG_FILES = /design/flow/design.v
export SDC_FILE = /design/flow/constraint.sdc
export NUM_CORES = 4
export LEC_CHECK = 1
export CORE_AREA = 10 10 102 102
export DIE_AREA = 0 0 112 112
==> constraint.sdc <==
current_design register_result

set clk_period 1.0
set clk_io_pct 0.2

create_clock -name clk0 -period $clk_period [get_ports {clk}]

set non_clock_inputs [all_inputs -no_clocks]
set_input_delay [expr $clk_period * $clk_io_pct] -clock clk0 $non_clock_inputs
set_output_delay [expr $clk_period * $clk_io_pct] -clock clk0 [all_outputs]
==> run summary <==
Results of an implementation run.

The STA report counts the stages on the worst setup path as 1. The count of buffers from port buffering is 65. The HPWL after detailed placement is 2.14 mm. Counting endpoints that fail hold in the final report gives 0. The basic-gate share of the synthesized area counting and, or, nand and nor cells is 23.2%. The design draws 0.00285 W. The vertical die dimension reported for this design is 112 µm.

The detailed route wirelength on metal3 is 237 µm. The detailed-route via count is 678. Per the summary, power density relative to cell area is 1700 nW/µm².

The routed design has 2.69 mm of wire. For this run, the detailed router reports a per-instance via density of 2.79. The tree built by TritonCTS fans out to 32 sinks. The number of buffers and inverters on the critical path is 1.

At the worst endpoint, the arrival time is 760 ps. The share of synthesized area spent on multiplexers is 0%. The global placer's final weighted congestion is 0.673. The post-synthesis area per instance is 12.9 µm². Across the whole layout, storage elements account for 661 µm². The post-synthesis compound-gate area fraction is 0%.

The multi-input combinational cells in the finished layout cover a total of 200 µm². The category of the most critical setup path is register to output pin. Entering global routing, the biggest net connects 33 pins. The number of antenna violations at the first check in global routing is 0. For reference, the critical path cell chain is clkdlybuf4s15_1.

The total overflow left after global routing is 0. The run finished with clean final reports. The final max-slew violation count recorded for this run is 0. The portion of synthesized cell area occupied by the leading cell type is 74.2%. The critical path's largest stage delay is 310 ps.

Buffers inserted during clock tree synthesis total 5. The area figure in the yosys stat output is 863 µm². TritonRoute output was used to compute an average wire per cell of 11.1 µm.

Yosys mapped the design onto 3 distinct sky130hd cell types. The H-tree depth is 2. The yosys synthesis warning count is 1.

The register bit total from synthesis is 32. The DRC violations left is 0. The number of optimization iterations in the first detailed-route pass is 2. The width of the die is 112 µm. The final design instance area without fill is 1680 µm². The area growth from synthesis to layout is 94.6%.

After floorplanning, the core was sized to cover 8220 µm². The count of placed standard cells in the final layout, fillers left out is 243. The post-placement cell area is 1640 µm². The largest total area in the synthesized netlist belongs to sky130_fd_sc_hd__dfxtp_1. Final hold analysis gives a worst-case slack of 461 ps. In the final layout, the share of cells above drive strength 1 is 30.4%. The clock transition time at the flip-flop clock pins of the worst setup and hold paths is 70 ps. For reference, the critical path is captured by oup1[20].

The maximum fanout encountered on the critical timing path is 1. By area the synthesized netlist is led by sky130_fd_sc_hd__dfxtp_1, sky130_fd_sc_hd__nor2b_1, sky130_fd_sc_hd__buf_4. The first global-routing pass estimated 4.14 mm of wire.

In the finished design, the share of the clock period the worst path needs comes to 95.8%. The flip-flop count of the largest register after layout is 32. The worst setup path is launched from a register.

Post-CTS timing repair inserted 0 buffers for setup. The worst hold-check path type is input pin to register. The number of standard cells reported by yosys is 67. The final standard cell utilization of the core is 20.5%. The shortest clock period the worst path allows after layout is 958 ps. The via count of the first global-routing pass is 726.

The diode insertion count for antenna repair is 0. The chip occupies 12500 µm². Detailed-route iteration 0 reported a violation count of 10. In the layout the commonest cells are sky130_fd_sc_hd__clkdlybuf4s50_1, sky130_fd_sc_hd__nor2b_1, sky130_fd_sc_hd__clkbuf_2, sky130_fd_sc_hd__dfxtp_2, sky130_fd_sc_hd__dfxtp_1. The largest registers in the layout are reg_data (32).

The cell at the root of the clock tree is sky130_fd_sc_hd__clkbuf_8. The number of primary I/O pins is 66. The count of filler cells inserted in the layout is 888. The TritonCTS clock tree is done. The gate family responsible for the most delay along the worst path is flip-flops. The detailed router put a total of 1.05 mm of wire on met1.

The cell count after synthesis is 67. The total standard cell area after synthesis is 863 µm². The maximum operating frequency is 1040 MHz. The worst setup path is captured at an output pin. The launch point of the critical path was reported as reg_data[20]. The worst vdd rail ir drop is 0.540 mV. Checking max transition, the worst relative margin is 90.4%. The count of placed standard cells including taps is 235. The count of standard-cell rows is 33. The routed length on met2 is 1.36 mm. The synthesized netlist devotes 0% of its cell area to adder and majority cells. After Yosys synthesis, XOR and XNOR cells account for 0% of the synthesized area. The highest routing layer actually used is met4. Counting only logic cells after layout, the most numerous master is sky130_fd_sc_hd__clkdlybuf4s50_1. Across every metal layer, demand over resource in global routing totals 4.08%. The required time at the worst endpoint is listed as 800 ps.

For this design the static power due to leakage is 0.678 nW. The worst-case clock buffer depth is 2. The pin closest to its max-slew limit shows a slew of 145 ps.

The initial utilization of the core area, before any placement, comes to 10.5%. The register name with the most flops is reg_data. In the final report, the number of endpoints failing setup comes to 0. The slowest library cell on the worst path is sky130_fd_sc_hd__dfxtp_1. The share of synthesized area occupied by flip-flops and latches is 74.2%. The number of nets still failing antenna checks after routing is 0.

The report counts max-capacitance violations totalling 0. The top logic cell family in the synthesized netlist is simple AND/OR/NAND/NOR gates. Warnings raised by the tools during the run amount to 25.
==> synth_stat cells <==
library cell / count
sky130_fd_sc_hd__nor2b_1: 32
sky130_fd_sc_hd__buf_4: 3
sky130_fd_sc_hd__dfxtp_1: 32
==> stage by stage <==
stage          worst slack [ps]  setup TNS [ps]
2_1_floorplan               509               0
3_3_place_gp              -95.9           -2950
3_5_place_dp               -112           -3120
4_1_cts                    5.69               0
5_1_grt                   -5.80           -5.80
6_report                   42.2               0
==> routing by layer <==
layer / track usage (%) / up-vias
met5: 0 / -
met4: 0.931 / 0
met3: 1.95 / 2
met2: 6.99 / 36
met1: 4.46 / 303
li1: - / 337
==> cell families (layout without fill, tap and decap cells) <==
family | Yosys count | in the layout
simple gates | 32 | 32
flops | 32 | 32
buf+inv | 3 | 74
==> worst min path at each step <==
stage | depth (start not counted) | to | slack [ps] | from
CTS | 2 | reg_data[13] | 450 | inp1[13]
global route | 2 | reg_data[6] | 450 | inp1[6]
finish | 2 | reg_data[16] | 460 | inp1[16]
==> power breakdown <==
| group | switching, W | leakage, nW | total [W] | internal [W] |
|---|---|---|---|---|
| Sequential | 0.0000162 | 0.271 | 0.00137 | 0.00135 |
| Clock | 0.000485 | 0.0552 | 0.00122 | 0.000739 |
| Combinational | 0.0000564 | 0.352 | 0.000263 | 0.000207 |
==> cell type report <==
| class | count | share of cell area, % |
|---|---|---|
| flip-flops and latches | 32 | 39.3 |
| repair buffers | 66 | 34.5 |
| multi-input cells | 32 | 11.9 |
| well taps | 105 | 7.82 |
| clock buffers | 6 | 4.32 |
| clock inverters | 2 | 2.08 |
==> repair_timing <==
action,CTS,global route
resized,68,31
hold buffers,0,0
endpoints found under the setup margin,32,20
Power figures rest on the tool's default switching activity, not on a simulated workload.
