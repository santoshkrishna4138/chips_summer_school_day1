--- design/flow/config.mk ---
export PLATFORM = sky130hd
export DESIGN_NAME = delayEnableGenerator
export DESIGN_NICKNAME = delayEnableGenerator
export VERILOG_FILES = /design/flow/design.v
export SDC_FILE = /design/flow/constraint.sdc
export NUM_CORES = 4
export LEC_CHECK = 1
export CORE_AREA = 10 10 114 114
export DIE_AREA = 0 0 124 124
--- design/flow/constraint.sdc ---
current_design delayEnableGenerator

set clk_period 2.6
set clk_io_pct 0.2

create_clock -name clk0 -period $clk_period [get_ports {clk}]

set non_clock_inputs [all_inputs -no_clocks]
set_input_delay [expr $clk_period * $clk_io_pct] -clock clk0 $non_clock_inputs
set_output_delay [expr $clk_period * $clk_io_pct] -clock clk0 [all_outputs]
--- design/flow/design.v ---
module delayEnableGenerator (
    input wire clk,       
    input wire rst_n,     
    output reg out_delayed   
);
parameter integer N = 10;   
reg [31:0] counter;   
always @(posedge clk or negedge rst_n) begin
    if (~rst_n) begin
        counter <= 0;   
        out_delayed <= 0;   
    end else begin
        if (counter < N) begin
            counter <= counter + 1;   
        end else begin
            out_delayed <= 1;   
        end
    end
end
endmodule
--- design/flow/run.sh ---
#!/bin/bash
# OpenROAD 26Q1-2900-gdf79404cd8, Yosys 0.63+post, stock flow scripts
make -C /OpenROAD-flow-scripts/flow DESIGN_CONFIG=/design/flow/config.mk WORK_HOME=/design/flow/orfs finish
==> impl_metrics.json <==
{
  "synthDistinctLibCells": 16,
  "path_cells": "clkdlybuf4s50_1",
  "synth_top_cell_by_count": "dfrtp_1",
  "compound_area_share_pct": 1.36,
  "cts_htree_levels": 2,
  "yosysWarnings": 1,
  "holdWs_ns": 0.376,
  "fa_ha_area_share_pct": 1.13,
  "yosysCellCount": 80,
  "slowest_delay_ns": 0.49,
  "routabilityCongestion": 0.663,
  "setup_viol": 0,
  "synth_cells": 80,
  "crit_family": "buffers and inverters",
  "ff_type": "dfrtp_1",
  "met3_usage_pct": 0.826,
  "p_comb_share_pct": 1.3,
  "gr-usage-met2_pct": 1.89,
  "dp_slack_ns": 1.01,
  "vias": 413,
  "fp_util_pct": 10.6,
  "fillers": 1153,
  "drc": 0,
  "fmax_ghz": 0.605,
  "end_kind": "output port",
  "drt_iter0_drc": 15,
  "ctsLongestPathBuffers": 2,
  "drv_slew": 0,
  "cp_max_fo": 2,
  "rows": 37,
  "seq_power_share_pct": 58.4,
  "fin_skew_ns": 0.00220,
  "use_met1_pct": 2.84,
  "top_logic_kind": "buffers and inverters",
  "first_global_vias": 425,
  "crit_type": "reg2out",
  "synth_area_mm2": 0.00111,
  "post_cts_buffers": 0,
  "syn_avg_cell_area_um2": 13.8,
  "root_buffer": "clkbuf_8",
  "grt_overflow": 0,
  "syn2layout_area_growth_pct": 14.4,
  "area.sequential_um2": 826,
  "dieWidth_um": 124,
  "hold_violations": 0,
  "clk_latency_ns": 0.28,
  "antennaDiodeCount": 0,
  "core_area_mm2": 0.0104,
  "grt_setup_unrepaired": "false",
  "yosysTopAreaCell": "dfrtp_1",
  "p_clk_share_pct": 40.3,
  "timing.final.crit_period_ns": 1.65,
  "intPower_w": 0.000701,
  "cts_made_buffers": 5,
  "post_cts_resized": 0,
  "cp_data_arrival_time_ns": 1.13,
  "power.leakage_nw": 0.564,
  "slew_headroom_pct": 73.8,
  "synth_chip_area_mm2": 0.00111,
  "grt_pass1_wl_um": 2210,
  "grt_start_max_net_pins": 34,
  "finalSetupTns_ns": 0,
  "finalCritPeriodShare_pct": 63.6,
  "cts_tree": "done",
  "worstMarginPinSlew_ns": 0.392,
  "hold_path_class": "reg2reg",
  "top_cell_area_share_pct": 74.7,
  "yosys_register_bits": 33,
  "antenna_found_initial": 0,
  "top_cells_by_count": "dfrtp_1 (33), clkbuf_1 (25), nor4_2 (4)",
  "async_reset_ff_share_pct": 100,
  "yosysSeqAreaShare_pct": 74.7,
  "clkTransAtPathRegs_ns": 0.06,
  "totalWireLength_um": 1230,
  "die_area_mm2": 0.0154,
  "port_buffers": 2,
  "max-vdd-ir-drop_mv": 0.181,
  "required_ns": 2.08,
  "die_h_um": 124,
  "area.combinational_um2": 155,
  "cts_num_sinks": 33,
  "xor_share_pct": 1.58,
  "switching_power_w": 0.000178,
  "cp_slowest_cell": "clkdlybuf4s50_1",
  "status": "finished clean",
  "crit_buf_inv": 1,
  "finalPower_w": 0.000879,
  "warnings": 25,
  "cts_hold_buffers": 0,
  "busiest_layer": "met1",
  "powerDensity_mw_per_mm2": 695,
  "wl_per_cell_um": 6.16,
  "edf_count": 0,
  "viasPerCell": 2.08,
  "ys_sh_simple_pct": 8.94,
  "pin_count": 3,
  "ys_sh_mux_pct": 1.02,
  "cp-start-kind": "flop",
  "ant_nets": 0,
  "hpwl_um": 835,
  "fin_ws_ns": 0.947,
  "dr.pass1.iters": 2,
  "grtUsageTotal_pct": 1.75,
  "switching_share_pct": 20.3,
  "drive_gt1_share_pct": 20.6,
  "top_cells_by_area": "dfrtp_1 (75%), clkbuf_1 (8.5%), nor4_2 (4.5%), nor4_1 (1.7%), dlygate4sd1_1 (1.6%)",
  "max_cap_violations": 0
}
==> metal layers <==
metal / share of wire (%) / wire length, um / vias to the layer above
li1: - / - / 208
met1: 54 / 666 / 192
met2: 37 / 450 / 9
met3: 6.1 / 75 / 4
met4: 2.7 / 33 / 0
met5: 0 / 0 / -
==> through the flow <==
| stage | std cells | util, % | cell area [um2] |
|---|---|---|---|
| global placement | 191 | 11.4 | 1180 |
| detailed placement | 191 | 11.4 | 1180 |
| CTS | 199 | 12.1 | 1260 |
| finish | 199 | 12.1 | 1260 |
| global route | 199 | 12.1 | 1260 |
| floorplan | 80 | - | 1110 |
==> state kept, by name, indices dropped and copies added (netlist names) <==
register	flops
counter	32
out_delayed	1
==> power by group through the flow <==
stage	logic, W	clock network [W]	registers, W
CTS	0.0000122	0.000366	0.000513
global route	0.0000141	0.000395	0.000513
finish	0.0000115	0.000354	0.000514
==> worst paths after layout <==
kind	startpoint	to	slack, ns	cells past startpoint
min reg2reg	counter[14]	counter[14]	0.38	0
max reg2reg	counter[19]	counter[1]	1.01	4
min	counter[14]	counter[14]	0.38	0
max	out_delayed	out_delayed	0.95	1
max in group asynchronous	rst_n	counter[24]	1.68	2
min in group asynchronous	rst_n	counter[5]	0.63	2
==> layout make-up <==
type | count | share of cell area [%]
Clock buffer | 6 | 5.74
Clock inverter | 2 | 0.791
Inverter | 1 | 0.297
Multi-Input combinational cell | 18 | 12.3
Sequential cell | 33 | 65.3
Tap cell | 136 | 13.5
Timing Repair Buffer | 3 | 2.18
==> cell usage in the layout (no fill, tap or decap) <==
master	count
clkbuf_8	5
or3_1	1
nor4_2	4
buf_4	1
inv_1	1
nor2_2	1
nor4_1	3
a41o_1	1
ha_1	1
mux2_1	1
dfrtp_1	33
o21ai_0	1
clkdlybuf4s50_1	2
nand4_1	2
xor2_1	2
clkinv_2	2
clkbuf_1	1
nor3_1	1
==> cell families (layout without fill, tap and decap cells) <==
logic type,Yosys count,after routing
DFF,33,33
buffers and inverters,29,12
and+or+nand+nor,12,12
AOI/OAI and AO/OA,2,2
xor gates and xnor gates,2,2
adders and majority gates,1,1
muxes,1,1
Power figures rest on the tool's default switching activity, not on a simulated workload.
