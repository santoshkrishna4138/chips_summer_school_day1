==> design/flow/config.mk <==
export PLATFORM = sky130hd
export DESIGN_NAME = readABTop
export DESIGN_NICKNAME = readABTop
export VERILOG_FILES = /design/flow/design.v
export SDC_FILE = /design/flow/constraint.sdc
export NUM_CORES = 4
export LEC_CHECK = 1
export CORE_AREA = 10 10 70 70
export DIE_AREA = 0 0 80 80
==> design/flow/constraint.sdc <==
current_design readABTop

set clk_period 2.1
set clk_io_pct 0.2

create_clock -name clk0 -period $clk_period [get_ports {clk}]

set non_clock_inputs [all_inputs -no_clocks]
set_input_delay [expr $clk_period * $clk_io_pct] -clock clk0 $non_clock_inputs
set_output_delay [expr $clk_period * $clk_io_pct] -clock clk0 [all_outputs]
==> design/flow/design.v <==
`timescale 1ns / 1ps
module Acounter(clk,reset,addressBcounter,addressAcounter );
input clk;
input reset;
input [3:0]addressBcounter;
output reg [3:0] addressAcounter;
always @(posedge clk ) begin
    if (reset) begin
        addressAcounter <= 4'b1111;  
    end else begin
        if ((addressBcounter == 4'b0010)||(addressBcounter == 4'b0101)) begin
            addressAcounter <= addressAcounter - 2; 
        end else if (addressBcounter == 4'b1000) begin
            if (addressAcounter == 4'b1000) begin
                addressAcounter <=0;
            end
            else begin
            addressAcounter <= addressAcounter + 1;
            end
        end
        else begin
            addressAcounter <= addressAcounter + 1;
        end
    end
end
endmodule
module Bcounter (
    input wire clk,        
    input wire rst,        
    output reg [3:0] count  
);
always @(posedge clk ) begin
    if (rst) begin
        count <= 4'b1111;  
    end else begin
        if (count == 4'b1000) begin
            count <= 4'b0000;  
        end else begin
            count <= count + 1;  
        end
    end
end
endmodule
`timescale 1ns / 1ps
module readABTop(clk,reset,addressAcounter,addressBcounter );
input clk,reset;
output [3:0]addressAcounter,addressBcounter;
Bcounter ins1(clk,reset,addressBcounter);
Acounter ins2(clk,reset,addressBcounter,addressAcounter);
endmodule
==> design/flow/run.sh <==
#!/bin/bash
# OpenROAD 26Q1-2900-gdf79404cd8, Yosys 0.63+post, stock flow scripts
make -C /OpenROAD-flow-scripts/flow DESIGN_CONFIG=/design/flow/config.mk WORK_HOME=/design/flow/orfs finish
==> datasheet_impl.txt <==
Physical design parameters

Parameter                              Value

Status
  Status    finished, final reports clean

Setup path
  Launch instance of the worst register-to-register path    ins1.count[0]
  Worst Path Buf+Inv    1
  Largest fanout of any net on the critical path    10
  Crit start category    flop
  Reg-to-reg setup timing slack    640 ps
  Slowest stage cell, crit path    sky130_fd_sc_hd__clkdlybuf4s50_1
  End of the worst register-to-register path    ins2.addressAcounter[3]
  Data required, critical path    1680 ps
  Slowest stage delay, CP    550 ps
  Path depth of the worst reg2reg path    5
  Cell class contributing the biggest share of worst-path delay    buffers and inverters
  Category of the worst setup path capture point    output pin
  Worst EP arrival    1290 ps
  Critical path cell sequence    clkdlybuf4s50_1
  Critical path type    flop to output pin

Place
  Placed standard-cell area    632 µm²
  Global placer's final weighted congestion    0.770
  Buffers on Ports    9
  Detailed-placement wirelength estimate    833 µm
  Post-Place Cells    108

Floorplan
  Number of top-level design ports    10
  Starting density of the core    14.3%
  Width of the die    80 µm
  Area of the die    0.00640 mm²
  Num rows    21
  Die boundary height    80 µm
  Placeable Area    0.00342 mm²

Final timing
  Worst Clk Skew    9.57 ps
  Slew Limit Headroom    76.0%
  Total of endpoints with negative setup slack in the final report    0
  Slew of the pin with the lowest slew margin    350 ps
  Max-slew violation total from the final report    0
  Final Cycle Share    81.6%
  Setup TNS Final    0 ps
  Achievable clock frequency    0.584 GHz
  Final worst hold slack    587 ps
  Final critical path time including I/O delays and setup    1710 ps
  RSZ-0062 raised after global routing    false
  Total count of hold-check failures in the final report    0

Min path
  Hold Crit Start    ins2.addressAcounter[1]
  Class of the tightest hold or removal check    flop to flop
  Worst Hold Path EP    ins2.addressAcounter[1]
  Worst hold path depth    1

Global route
  Gr busiest metal    met2
  Via count of the first global-routing pass    429
  GR Layer Usage met1    4.16%
  Number of antenna violations at the first check in global routing    0
  Met2 Usage GRT    4.82%
  Global Route Usage Sum    3.35%
  Wire length of the first global-routing pass    1.77 mm
  Gr ovfl total    0
  Met3 usage    2.05%
  Largest net degree at the start of global routing    11

Yosys
  Post-synth seq share    32.8%
  FF+latch count, synth    8
  Yosys Chip Area    488 µm²
  Post-Syn Area    488 µm²
  Syn_area_per_cell    9.04 µm²
  Number of library cell types mapped by synthesis    21
  Yosys stat cell total    54
  Cell count after synthesis    54
  Yosys Warn Count    2

Route
  Number of iterations in the first detailed-routing pass    4
  Via count normalized by instance count    3.71
  WL final    1.12 mm
  Count of vias placed by the detailed router    412
  Average detailed-routed wire length per instance    10.1 µm
  Post-route ant nets    0
  Ant diodes    0
  Iteration-0 DRC count of the detailed router    26
  # DRC    0

Clock network
  CTS tree    yes
  Post-CTS Setup Inserts    0
  Worst-case clock buffer depth    2
  Cts-stage hold buffer count    0
  Cells resized by post-CTS repair    0
  Total number of clock tree sinks    8
  Reg clk slew, reported paths    50 ps
  Number of buffers inserted during clock tree synthesis    3
  Clock insertion delay at the later pin of the skew report    250 ps
  H-tree Lvls    1
  Clock root buffer    sky130_fd_sc_hd__clkbuf_4

Layout
  Filler cells    383
  Fraction of final layout cells with drive strength greater than 1    7.69%
  Post-route core utilization    19.2%
  Finished Cell Area    654 µm²
  Non-Filler Instances    111
  Layout overhead on the synthesized area    34.1%

Power
  Maximum ir drop on the vdd rail    185 µV
  Power density normalized to cell area    782 mW/mm²
  Leakage    0.000296 µW

Run
  Max-cap violations    0
  Tool Warnings    30
## final cells by class
class / instances / area (µm²) / area share [%]
Timing Repair Buffer: 9 / 90.1 / 13.8
Tap cell: 46 / 57.6 / 8.80
Sequential cell: 8 / 160 / 24.5
Inverter: 7 / 26.3 / 4.02
Clock buffer: 3 / 22.5 / 3.44
Multi-Input combinational cell: 38 / 298 / 45.5
## metrics by stage
stage | total power, µW | setup slack [ps]
2_1_floorplan | 311 | 790
3_3_place_gp | 394 | 663
3_5_place_dp | 393 | 662
4_1_cts | 520 | 390
5_1_grt | 559 | 322
6_report | 511 | 386
## cells in the mapped netlist
| master | n | share of area, % |
|---|---|---|
| sky130_fd_sc_hd__a21o_1 | 1 | 1.5 |
| sky130_fd_sc_hd__a32oi_1 | 1 | 1.8 |
| sky130_fd_sc_hd__clkbuf_1 | 1 | 0.77 |
| sky130_fd_sc_hd__dfxtp_1 | 8 | 33 |
| sky130_fd_sc_hd__ha_1 | 8 | 21 |
| sky130_fd_sc_hd__inv_1 | 7 | 5.4 |
| sky130_fd_sc_hd__mux2_2 | 1 | 2.3 |
| sky130_fd_sc_hd__mux2i_1 | 1 | 2.1 |
| sky130_fd_sc_hd__nand2_1 | 5 | 3.8 |
| sky130_fd_sc_hd__nand2b_1 | 1 | 1.3 |
| sky130_fd_sc_hd__nand3_1 | 5 | 5.1 |
| sky130_fd_sc_hd__nand3b_1 | 3 | 4.6 |
| sky130_fd_sc_hd__nor2_1 | 1 | 0.77 |
| sky130_fd_sc_hd__o211ai_1 | 3 | 4.6 |
| sky130_fd_sc_hd__o21ai_0 | 1 | 1.0 |
| sky130_fd_sc_hd__o221ai_1 | 2 | 3.6 |
| sky130_fd_sc_hd__o22ai_1 | 1 | 1.3 |
| sky130_fd_sc_hd__o311a_1 | 1 | 2.1 |
| sky130_fd_sc_hd__or2_2 | 1 | 1.3 |
| sky130_fd_sc_hd__or2b_1 | 1 | 1.5 |
| sky130_fd_sc_hd__xnor2_1 | 1 | 1.8 |
## flip-flops by register name (all words and copies together), names as in the netlist
register	count
ins2.addressAcounter	4
ins1.count	4
## worst max path at each step
stage              from            endpoint  cells after the start
4_1_cts   ins1.count[3]  addressBcounter[3]                      1
5_1_grt   ins1.count[3]  addressBcounter[3]                      1
6_report  ins1.count[3]  addressBcounter[3]                      1
## cells in the final DEF (no fill, tap or decap)
| cell type | netlist | final |
|---|---|---|
| sky130_fd_sc_hd__o211ai_1 | 3 | 3 |
| sky130_fd_sc_hd__nand3b_1 | 3 | 3 |
| sky130_fd_sc_hd__xnor2_1 | 1 | 1 |
| sky130_fd_sc_hd__a32oi_1 | 1 | 1 |
| sky130_fd_sc_hd__a21o_1 | 1 | 1 |
| sky130_fd_sc_hd__or2_2 | 1 | 1 |
| sky130_fd_sc_hd__inv_1 | 7 | 7 |
| sky130_fd_sc_hd__clkdlybuf4s50_1 | 0 | 9 |
| sky130_fd_sc_hd__mux2_2 | 1 | 1 |
| sky130_fd_sc_hd__or2b_1 | 1 | 1 |
| sky130_fd_sc_hd__o21ai_0 | 1 | 1 |
| sky130_fd_sc_hd__mux2i_1 | 1 | 1 |
| sky130_fd_sc_hd__o22ai_1 | 1 | 1 |
| sky130_fd_sc_hd__o221ai_1 | 2 | 2 |
| sky130_fd_sc_hd__o311a_1 | 1 | 1 |
| sky130_fd_sc_hd__nor2_1 | 1 | 1 |
| sky130_fd_sc_hd__nand3_1 | 5 | 5 |
| sky130_fd_sc_hd__dfxtp_1 | 8 | 8 |
| sky130_fd_sc_hd__nand2b_1 | 1 | 1 |
| sky130_fd_sc_hd__nand2_1 | 5 | 5 |
| sky130_fd_sc_hd__ha_1 | 8 | 8 |
| sky130_fd_sc_hd__clkbuf_4 | 0 | 3 |
## cells by family after synthesis
| group | after synthesis | share of synthesized area [%] |
|---|---|---|
| buffers and inverters | 8 | 6.15 |
| adder cells (fa/ha/maj) | 8 | 20.5 |
| multiplexers | 2 | 4.36 |
| flip-flops | 8 | 32.8 |
| XOR/XNOR | 1 | 1.80 |
| AND-OR/OR-AND | 10 | 15.9 |
| AND/OR/NAND/NOR | 17 | 18.5 |
## layer usage
metal	part of all wire [%]	vias to the layer above
met5	0	-
met2	40	13
met4	0	0
li1	-	212
met1	50	187
met3	10	0
## where the power goes
part           switching (µW)  internal (µW)  total, µW
registers                43.4            181        224
clock network            53.5           65.5        119
logic                    63.4            105        168
total                     160            351        511
Power and IR drop assume default switching activity.
